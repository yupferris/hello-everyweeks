`/design/flow/run.sh`:
```
#!/bin/bash
# OpenROAD 26Q1-2900-gdf79404cd8, Yosys 0.63+post, stock flow scripts
make -C /OpenROAD-flow-scripts/flow DESIGN_CONFIG=/design/flow/config.mk WORK_HOME=/design/flow/orfs finish
```
`/design/flow/config.mk`:
```
export PLATFORM = sky130hd
export DESIGN_NAME = hello
export DESIGN_NICKNAME = hello
export VERILOG_FILES = /design/flow/design.v
export SDC_FILE = /design/flow/constraint.sdc
export NUM_CORES = 4
export LEC_CHECK = 1
export CORE_UTILIZATION = 30
```
`/design/flow/constraint.sdc`:
```
current_design hello

set clk_period 5.4
set clk_io_pct 0.2

create_clock -name clk0 -period $clk_period [get_ports {clk_50}]

set non_clock_inputs [all_inputs -no_clocks]
set_input_delay [expr $clk_period * $clk_io_pct] -clock clk0 $non_clock_inputs
set_output_delay [expr $clk_period * $clk_io_pct] -clock clk0 [all_outputs]
```
`/design/flow/design.v`:
```
module hello(
             input  clk_50,
             input  reset_n,
             output tx);
   reg [7:0] data;
   reg       dataReady;
   wire      busy;
   reg [0:20 * 8 - 1] message;
   reg [1:0] state;
   always @(posedge clk_50 or negedge reset_n)
     if (reset_n == 1'b0) begin
        data <= 0;
        dataReady <= 0;
        message <= "Hello, everyweeks!\r\n";
        state <= 3'h0;
     end else begin
        case (state)
          3'h0:
            if (message[0:7] != 0) begin
               data <= message[0:7];
               message <= {message[8:20 * 8 - 1], 8'd0};
               dataReady <= 1;
               state <= 3'h1;
            end else
              state <= 3'h3;
          3'h1:
            if (busy) begin
               dataReady <= 0;
               state <= 3'h2;
            end
          3'h2:
            if (!busy)
              state <= 3'h0;
          default: state <= 3'h3;
        endcase
     end
   uart yuart(
              .clk(clk_50),
              .reset(!reset_n),
              .data(data),
              .dataReady(dataReady),
              .busy(busy),
              .tx(tx)
              );
endmodule
module uart(
            input       clk,
            input       reset,
            input [7:0] data,
            input       dataReady,
            output reg  busy,
            output reg  tx);
   parameter CLK_FREQ = 50000000;
   parameter BAUD = 9600;
   parameter BAUD_GEN_ACC_WIDTH = 16;
   parameter BAUD_GEN_INC = ((BAUD << (BAUD_GEN_ACC_WIDTH - 4)) + (CLK_FREQ >> 5)) / (CLK_FREQ >> 4);
   reg [BAUD_GEN_ACC_WIDTH:0] baudGenAcc;
   always @(posedge clk or posedge reset)
     if (reset)
       baudGenAcc <= 0;
     else
       baudGenAcc <= baudGenAcc[BAUD_GEN_ACC_WIDTH - 1 : 0] + BAUD_GEN_INC;
   wire baudClk = baudGenAcc[BAUD_GEN_ACC_WIDTH];
   reg [3:0] state;
   reg [7:0] dataBuf;
   always @(posedge clk or posedge reset)
     if (reset) begin
        state <= 4'h0;
     end else
       case (state)
         4'h0:
           if (dataReady) begin
              state <= 4'h1;
              dataBuf <= data;
           end
         4'h1: if (baudClk) state <= 4'h2;
         4'h2: if (baudClk) state <= 4'h3;
         4'h3: if (baudClk) state <= 4'h4;
         4'h4: if (baudClk) state <= 4'h5;
         4'h5: if (baudClk) state <= 4'h6;
         4'h6: if (baudClk) state <= 4'h7;
         4'h7: if (baudClk) state <= 4'h8;
         4'h8: if (baudClk) state <= 4'h9;
         4'h9: if (baudClk) state <= 4'ha;
         4'ha: if (baudClk) state <= 4'h0;
         default: if(baudClk) state <= 4'hb;
       endcase
   always @(state or dataBuf)
     case (state)
       4'h1: tx <= 0;
       4'h2: tx <= dataBuf[0];
       4'h3: tx <= dataBuf[1];
       4'h4: tx <= dataBuf[2];
       4'h5: tx <= dataBuf[3];
       4'h6: tx <= dataBuf[4];
       4'h7: tx <= dataBuf[5];
       4'h8: tx <= dataBuf[6];
       4'h9: tx <= dataBuf[7];
       default: tx <= 1;
     endcase
   always @(state)
     case (state)
       4'h0: busy <= 0;
       4'hb: busy <= 0;
       default: busy <= 1;
     endcase
endmodule
```
==> flow_metrics.tcl <==
# implementation run metrics
set metrics [dict create \
    place_inst 559 \
    io_pins 3 \
    power.internal_mw 1.736 \
    max_cap_viol_count 0 \
    async_flop_share_pct 95.14 \
    yosys_warnings 2 \
    yosys-top-cells-count "dfrtp_1 (84), mux2_2 (75), dfstp_2 (53), mux2_1 (37), xor2_1 (11)" \
    grt_overflow 0 \
    synth-seq-area-share_pct 67.22 \
    slowest_stage "clkdlybuf4s50_1" \
    finalWorstSetupSlack_ns 2.543 \
    drc 0 \
    antenna_left 0 \
    fin_util_pct 35.21 \
    drtIter0Drc 95 \
    fp-utilization_pct 30.68 \
    grt_antenna_before_repair 0 \
    cp_slowest_stage_delay_ns 0.45 \
    ctsHoldBuffers 0 \
    critPathMostFrequentCell "nand3_1" \
    warnings 25 \
    syn_inst 337 \
    ys_seq_elements 144 \
    skew_ns 0.01054 \
    place_ws_ns 2.955 \
    crit_type "reg -> out" \
    p_switching_uw 479.7 \
    grtUsageTotal_pct 8.358 \
    syn_area_per_cell_um2 16.35 \
    yosysTopAreaCell "dfrtp_1" \
    p_sw_share_pct 21.65 \
    crit_chain "nor4_1, nand3_1, nand3_1, clkdlybuf4s50_1" \
    power_leakage_nw 2.981 \
    grt_start_max_net_pins 78 \
    ir_worst_vdd_uv 262.2 \
    synth-edff-count 7 \
    combPwrFrac_pct 0.9 \
    max-clock-path-buffers 2 \
    htree_levels 4 \
    area_delta_synth_final_pct 14.76 \
    grt_pass1_vias 2773 \
    worstSkewPairLatency_ns 0.41 \
    chipArea_um2 18920 \
    cts_tree "built" \
    fin_crit_sh_pct 52.91 \
    avgRoutedWirePerCell_um 11.65 \
    clkTransAtPathRegs_ns 0.06 \
    dp_hpwl_mm 4.025 \
    cts_setup_buffers 0 \
    rsz0062_at_grt "false" \
    gp_congestion 0.7877 \
    setup_viol 0 \
    cts-buffers-inserted 17 \
    fin_crit_ns 2.857 \
    path_max_fanout 4 \
    drt-total-wl_mm 6.883 \
    synthTopCellsByArea "dfrtp_1 (38%), dfstp_2 (25%), mux2_2 (15%)" \
    die_w_um 137.5 \
    vias_per_cell 4.433 \
    syn-cell-area_um2 5512 \
    core-area_um2 17960 \
    ys_cells 337 \
    layout.cells.non_filler 591 \
    maxSlewViolCount 0 \
    num_vias 2620 \
    synth_top_cell_by_count "dfrtp_1" \
    grt_pass1_wl_mm 12.32 \
    p_per_area_nw_per_um2 350.4 \
    cts_root_buf "clkbuf_16" \
    hold_viol_final 0 \
    fmax_ghz 0.3500 \
    synth_top_flop_cell "dfrtp_1" \
    tns_ns 0 \
    worstMarginPinSlew_ns 0.9309 \
    critPathArrivalTime_ns 1.78 \
    cp-end-kind "primary output" \
    clkPwrFrac_pct 50.0 \
    worstPathRequired_ns 4.32 \
    row_count 49 \
    start_kind "register" \
    portBuffers 2 \
    status "finished clean" \
    slew_headroom_pct 37.46 \
    top_area_share_pct 38.14 \
    yosys_area_um2 5512 \
    die.size.y_um 137.5 \
    clock-sinks 144 \
    synth_cell_type_count 34 \
    drive_gt1_share_pct 45.86 \
    ctsResizeCount 0 \
    first_pass_iters 4 \
    power_frac_seq_pct 49.1 \
    antennaDiodeCount 0 \
    hp-class "reg -> reg" \
]
==> kinds of logic (layout without fill, tap and decap cells) <==
kind of cell    after synthesis  count (layout)  synth area share, %
flops                       144             144                67.22
mux                         112             112                22.88
simple gates                 40              40                3.928
buf+inv                      15              40                1.839
xor+xnor                     14              14                2.225
compound gates               11              11                1.680
fa+ha+maj                     1               1               0.2270
==> metal layers <==
layer	up-vias	share of wire (%)	GRT usage, %
li1	1231	-	-
met1	1354	49	11.59
met2	27	46	13.15
met3	8	4.5	3.078
met4	0	1.2	1.221
met5	-	0	0
==> power groups by stage <==
stage / Clock, mW / Combinational (mW) / Sequential [mW]
after CTS: 1.14 / 0.0218 / 1.09
after global routing: 1.19 / 0.0245 / 1.09
final: 1.11 / 0.0196 / 1.09
==> critical path, delay by kind of cell (launching register included) <==
kind | cells | cell delay (ns)
flops | 1 | 0.41
buf+inv | 1 | 0.45
simple gates | 3 | 0.51
==> registers in the layout, indices dropped and copies added (netlist names), named ones only <==
register / flops
message: 98
yuart.baudGenAcc: 17
data: 7
yuart.dataBuf: 7
state: 3
yuart.state: 2
dataReady: 1
==> area by class of cell <==
| class | count | area [um2] |
|---|---|---|
| fillers | 1641 | 11640 |
| flip-flops and latches | 144 | 3705 |
| well taps | 229 | 286.5 |
| clock buffers | 17 | 425.4 |
| multi-input cells | 178 | 1705 |
| clock inverters | 15 | 147.6 |
| inverters | 3 | 11.26 |
| repair buffers | 5 | 43.79 |
==> final timing paths <==
| path | from | end | cells after the start | slack, ns |
|---|---|---|---|---|
| max reg2reg | message[154] | message[110] | 4 | 3.04 |
| max in group asynchronous | reset_n | yuart.baudGenAcc[3] | 2 | 3.51 |
| min in group asynchronous | reset_n | message[124] | 1 | 0.69 |
| min | data[1] | yuart.dataBuf[1] | 0 | 0.45 |
| max | register | tx | 4 | 2.54 |
| min reg2reg | data[1] | yuart.dataBuf[1] | 0 | 0.45 |
==> placed cells by master (no fill, tap or decap), types with 2 or more instances in the layout <==
| cell | synthesis | routed |
|---|---|---|
| dfrtp_1 | 84 | 84 |
| mux2_2 | 75 | 75 |
| dfstp_2 | 53 | 53 |
| mux2_1 | 37 | 37 |
| clkbuf_16 | 0 | 17 |
| xor2_1 | 11 | 11 |
| inv_6 | 0 | 8 |
| nor2_1 | 7 | 7 |
| nand2_1 | 7 | 7 |
| edfxtp_1 | 7 | 7 |
| nand3_1 | 4 | 4 |
| nor4_1 | 4 | 4 |
| nor3_1 | 4 | 4 |
| inv_1 | 3 | 3 |
| xnor2_1 | 3 | 3 |
| a22o_1 | 3 | 3 |
| clkinvlp_4 | 0 | 3 |
| buf_4 | 0 | 3 |
| nand4_1 | 2 | 2 |
| and3_1 | 2 | 2 |
| nor4b_1 | 2 | 2 |
| and2_1 | 2 | 2 |
| o21ai_0 | 2 | 2 |
| or3_1 | 2 | 2 |
==> metrics by stage <==
step           hold WS (ns)  power [mW]  instance area, um2
2_1_floorplan        0.4194       1.106                5512
3_3_place_gp         0.4344       1.127                5752
3_5_place_dp         0.4455       1.127                5752
4_1_cts              0.4567       2.253                6325
5_1_grt              0.4699       2.306                6325
6_report             0.4528       2.216                6325
Power and IR drop assume default switching activity.
